### flow/config.mk
export PLATFORM = sky130hd
export DESIGN_NAME = half_adder_32bit
export DESIGN_NICKNAME = half_adder_32bit
export VERILOG_FILES = /design/flow/design.v
export SDC_FILE = /design/flow/constraint.sdc
export NUM_CORES = 4
export LEC_CHECK = 1
export CORE_AREA = 10 10 71 71
export DIE_AREA = 0 0 81 81
### flow/constraint.sdc
current_design half_adder_32bit

set clk_period 1.0
set clk_io_pct 0.2

create_clock -name clk0 -period $clk_period

set non_clock_inputs [all_inputs -no_clocks]
set_input_delay [expr $clk_period * $clk_io_pct] -clock clk0 $non_clock_inputs
set_output_delay [expr $clk_period * $clk_io_pct] -clock clk0 [all_outputs]
### flow/design.v
`timescale 1ns / 1ps
module multiplier(
    input [31:0] A,          
    input [31:0] B,          
    input isMul,             
    output [31:0] result     
);
    wire [15:0] a = A[15:0];
    wire [15:0] b = B[15:0];
    wire [31:0] product;
    wire [31:0] pp[15:0];
    genvar i;
    generate
        for (i = 0; i < 16; i = i + 1) begin : partial_products
            assign pp[i] = b[i] ? ({16'b0, a} << i) : 32'b0;
        end
    endgenerate
    wire [31:0] s1_1, c1_1;
    compressor3to2 comp1_1(pp[0], pp[1], pp[2], s1_1, c1_1);
    wire [31:0] s1_2, c1_2;
    compressor3to2 comp1_2(pp[3], pp[4], pp[5], s1_2, c1_2);
    wire [31:0] s1_3, c1_3;
    compressor3to2 comp1_3(pp[6], pp[7], pp[8], s1_3, c1_3);
    wire [31:0] s1_4, c1_4;
    compressor3to2 comp1_4(pp[9], pp[10], pp[11], s1_4, c1_4);
    wire [31:0] s1_5, c1_5;
    compressor3to2 comp1_5(pp[12], pp[13], pp[14], s1_5, c1_5);
    wire [31:0] s2_1, c2_1;
    wire [31:0] shifted_c1_1 = {c1_1[30:0], 1'b0};  
    compressor3to2 comp2_1(s1_1, shifted_c1_1, s1_2, s2_1, c2_1);
    wire [31:0] s2_2, c2_2;
    wire [31:0] shifted_c1_2 = {c1_2[30:0], 1'b0};  
    wire [31:0] shifted_c1_3 = {c1_3[30:0], 1'b0};  
    compressor3to2 comp2_2(shifted_c1_2, s1_3, shifted_c1_3, s2_2, c2_2);
    wire [31:0] s2_3, c2_3;
    wire [31:0] shifted_c1_4 = {c1_4[30:0], 1'b0};  
    compressor3to2 comp2_3(s1_4, shifted_c1_4, s1_5, s2_3, c2_3);
    wire [31:0] s3_1, c3_1;
    wire [31:0] shifted_c2_1 = {c2_1[30:0], 1'b0};  
    compressor3to2 comp3_1(s2_1, shifted_c2_1, s2_2, s3_1, c3_1);
    wire [31:0] s3_2, c3_2;
    wire [31:0] shifted_c2_2 = {c2_2[30:0], 1'b0};  
    wire [31:0] shifted_c2_3 = {c2_3[30:0], 1'b0};  
    compressor3to2 comp3_2(shifted_c2_2, s2_3, shifted_c2_3, s3_2, c3_2);
    wire [31:0] s4_1, c4_1;
    wire [31:0] shifted_c3_1 = {c3_1[30:0], 1'b0};  
    compressor3to2 comp4_1(s3_1, shifted_c3_1, s3_2, s4_1, c4_1);
    wire [31:0] s4_2, c4_2;
    wire [31:0] shifted_c3_2 = {c3_2[30:0], 1'b0};  
    wire [31:0] shifted_c1_5 = {c1_5[30:0], 1'b0};  
    compressor3to2 comp4_2(shifted_c3_2, shifted_c1_5, pp[15], s4_2, c4_2);
    wire [31:0] s5_1, c5_1;
    wire [31:0] shifted_c4_1 = {c4_1[30:0], 1'b0};  
    wire [31:0] shifted_c4_2 = {c4_2[30:0], 1'b0};  
    compressor3to2 comp5_1(s4_1, s4_2, shifted_c4_1, s5_1, c5_1);
    wire [31:0] shifted_c5_1 = {c5_1[30:0], 1'b0};  
    assign product = s5_1 + shifted_c5_1 + shifted_c4_2;
    assign result = isMul ? product : 32'd0;
endmodule
module compressor3to2(
    input [31:0] in1,
    input [31:0] in2,
    input [31:0] in3,
    output [31:0] sum,
    output [31:0] carry
);
    genvar i;
    generate
        for (i = 0; i < 32; i = i + 1) begin : comp_loop
            full_adder fa(in1[i], in2[i], in3[i], sum[i], carry[i]);
        end
    endgenerate
endmodule
module full_adder(
    input a,
    input b,
    input cin,
    output sum,
    output cout
);
    assign sum = a ^ b ^ cin;
    assign cout = (a & b) | (a & cin) | (b & cin);
endmodule
module half_adder_32bit(
    input [31:0] a,
    input [31:0] b,
    output [31:0] sum,
    output [31:0] cout
);
    genvar i;
    generate
        for (i = 0; i < 32; i = i + 1) begin : ha_loop
            assign sum[i] = a[i] ^ b[i];
            assign cout[i] = a[i] & b[i];
        end
    endgenerate
endmodule
### flow/run.sh
#!/bin/bash
# OpenROAD 26Q1-2900-gdf79404cd8, Yosys 0.63+post, stock flow scripts
make -C /OpenROAD-flow-scripts/flow DESIGN_CONFIG=/design/flow/config.mk WORK_HOME=/design/flow/orfs finish
==> run_summary.xml <==
<?xml version="1.0" encoding="UTF-8"?>
<metrics>
  <group name="logic_synthesis">
    <metric name="synth_adder_area_share" unit="">1.00</metric>
    <metric name="yosysCellCount" unit="">32</metric>
    <metric name="synth_cell_types" unit="">1</metric>
    <metric name="area_leaders" unit="">sky130_fd_sc_hd__ha_1 100%</metric>
    <metric name="most_common_cell" unit="">sky130_fd_sc_hd__ha_1</metric>
    <metric name="xor_area_frac" unit="">0</metric>
    <metric name="syn-mean-instance-area" unit="um2">12.5</metric>
    <metric name="mux_share" unit="">0</metric>
    <metric name="synth-seq-area-share" unit="">0</metric>
    <metric name="synth_area_leader_cell" unit="">sky130_fd_sc_hd__ha_1</metric>
    <metric name="yosys.area_share.aoi" unit="">0</metric>
    <metric name="yosys-top-cells-count" unit="">32 x sky130_fd_sc_hd__ha_1</metric>
    <metric name="top_logic_kind" unit="">adder cells</metric>
    <metric name="yosysWarnings" unit="">0</metric>
    <metric name="synth-simple-area-share" unit="">0</metric>
    <metric name="yosys_chip_area" unit="um2">400</metric>
    <metric name="post_synth_inst_count" unit="">32</metric>
    <metric name="mappedNetlistArea" unit="um2">400</metric>
    <metric name="synth_top_area_share" unit="">1.00</metric>
  </group>
  <group name="floorplanning">
    <metric name="die_w" unit="um">81</metric>
    <metric name="io-pin-count" unit="">128</metric>
    <metric name="floorplan.core_area" unit="um2">3630</metric>
    <metric name="design.die.area" unit="um2">6560</metric>
    <metric name="fp_util" unit="">0.110</metric>
    <metric name="placementRows" unit="">22</metric>
    <metric name="die.size.y" unit="um">81</metric>
  </group>
  <group name="placement">
    <metric name="dpl.cell_count" unit="">208</metric>
    <metric name="place.port_buffers" unit="">128</metric>
    <metric name="dpl.hpwl" unit="mm">3.15</metric>
    <metric name="place_congestion" unit="">0.757</metric>
  </group>
  <group name="worst_setup_path">
    <metric name="nature_of_the_critical_path_startpoint" unit="">primary input</metric>
    <metric name="crit_path_max_fanout" unit="">1</metric>
    <metric name="critPathRequiredTime" unit="ns">0.80</metric>
    <metric name="crit_arrival" unit="ns">0.78</metric>
    <metric name="setup.worst_path.start" unit="">a[2]</metric>
    <metric name="category_of_the_critical_setup_timing_path" unit="">in -&gt; out</metric>
    <metric name="critPathCapture" unit="">cout[2]</metric>
    <metric name="cp-end-kind" unit="">primary output</metric>
  </group>
  <group name="global_routing">
    <metric name="top_usage_layer" unit="">met2</metric>
    <metric name="grt_overflow" unit="">0</metric>
    <metric name="grtUsageTotal" unit="">0.0916</metric>
    <metric name="grt_max_degree" unit="">2</metric>
    <metric name="globalRouteMet3Util" unit="">0.0891</metric>
    <metric name="grt_use_met1" unit="">0.0889</metric>
    <metric name="grt_pass1_wl" unit="mm">4.71</metric>
    <metric name="global_route.usage.met2" unit="">0.148</metric>
    <metric name="grt_pass1_vias" unit="">917</metric>
    <metric name="initial_antenna_violation_count" unit="">0</metric>
  </group>
  <group name="routing">
    <metric name="routed_wire_length_per_instance" unit="um">16.0</metric>
    <metric name="route.detailed.vias_per_inst" unit="">3.86</metric>
    <metric name="firstDrtPassIters" unit="">2</metric>
    <metric name="num_vias" unit="">803</metric>
    <metric name="postRouteWirelength" unit="mm">3.34</metric>
    <metric name="total_drc_errors_in_the_routed_layout" unit="">0</metric>
    <metric name="route.antenna.diode_count" unit="">0</metric>
    <metric name="detail-route-antenna-nets" unit="">0</metric>
    <metric name="number_of_design_rule_violations_left_by_the_first_detailed_router_iteration" unit="">3</metric>
  </group>
  <group name="sta">
    <metric name="drv_slew" unit="">0</metric>
    <metric name="unrepaired_setup_endpoints_after_global_routing" unit="">false</metric>
    <metric name="worst-slew-pin-transition" unit="ns">0.116</metric>
    <metric name="max-slew-margin-rel" unit="">0.922</metric>
    <metric name="min_period" unit="ns">0.983</metric>
    <metric name="setup_violations_final" unit="">0</metric>
    <metric name="max_clock_freq" unit="GHz">1.02</metric>
    <metric name="min_period_over_period" unit="">0.983</metric>
    <metric name="timing_hold_violations_final" unit="">0</metric>
  </group>
  <group name="layout">
    <metric name="num-clock-buffers" unit="">0</metric>
    <metric name="layout-drive-gt1-share" unit="">0.556</metric>
    <metric name="synthToLayoutAreaGrowth" unit="%">323</metric>
    <metric name="numSequentialCells" unit="">0</metric>
    <metric name="flop_area" unit="um2">0</metric>
    <metric name="final_cell_count_no_fill" unit="">208</metric>
  </group>
  <group name="power">
    <metric name="max-vdd-ir-drop" unit="uV">153</metric>
    <metric name="totalPowerFinal" unit="mW">0.531</metric>
    <metric name="internal_power" unit="mW">0.364</metric>
    <metric name="share_seq_of_total_power" unit="">0</metric>
    <metric name="p_sw" unit="mW">0.166</metric>
    <metric name="comb_power_share" unit="">1.000</metric>
    <metric name="cellPowerDensity" unit="nW/um2">313</metric>
    <metric name="leakage" unit="nW">0.847</metric>
    <metric name="clock_network_fraction_of_design_power" unit="">0</metric>
    <metric name="sw_frac_of_total" unit="">0.313</metric>
  </group>
  <group name="run">
    <metric name="warnings" unit="">32</metric>
    <metric name="cap_viol_max_count" unit="">0</metric>
  </group>
  <group name="worst_hold_path">
    <metric name="worst_hold_path.num_cells" unit="">3</metric>
    <metric name="hp-class" unit="">in -&gt; out</metric>
  </group>
  <group name="clocking">
    <metric name="post-cts-setup-buffers" unit="">0</metric>
  </group>
  <group name="status">
    <metric name="run_status" unit="">complete, no violations</metric>
  </group>
</metrics>
## per-stage QoR
step / instance area, um2 / TNS [ns] / setup slack [ns] / hold slack (ns) / utilization
floorplan: 400 / 0 / 0.362 / 0.472 / -
global placement: 1740 / -32.89 / -0.588 / 1.38 / 0.479
detailed placement: 1740 / -33.04 / -0.585 / 1.38 / 0.479
CTS: 1770 / 0 / 0.00116 / 0.716 / 0.488
global route: 1690 / 0 / 0.000107 / 0.707 / 0.466
finish: 1690 / 0 / 0.0170 / 0.691 / 0.466
## area by class of cell
type | count | area (um2)
fillers | 355 | 1940
repair buffers | 128 | 976
well taps | 48 | 60.1
multi-input cells | 32 | 658
## placed cells by master, fill, tap and decap left out
cell type / Yosys / final
sky130_fd_sc_hd__buf_2: 0 / 44
sky130_fd_sc_hd__clkdlybuf4s15_1: 0 / 37
sky130_fd_sc_hd__dlygate4sd2_1: 0 / 25
sky130_fd_sc_hd__ha_4: 0 / 20
sky130_fd_sc_hd__clkbuf_2: 0 / 13
sky130_fd_sc_hd__ha_1: 32 / 9
sky130_fd_sc_hd__clkdlybuf4s15_2: 0 / 9
sky130_fd_sc_hd__ha_2: 0 / 3
## how the worst min path moves through the flow
| stage | startpoint | slack [ns] | endpoint |
|---|---|---|---|
| finish | a[26] | 0.69 | sum[26] |
| CTS | b[11] | 0.72 | sum[11] |
| global route | b[19] | 0.71 | sum[19] |
## cells by family (layout without fill, tap and decap cells)
family / after synthesis / after routing
adders and majority gates: 32 / 32
buffers and inverters: 0 / 128
## metal layers
| metal | share of wire | up-vias |
|---|---|---|
| met5 | 0 | - |
| met4 | 0 | 0 |
| met3 | 0.23 | 0 |
| met2 | 0.44 | 75 |
| met1 | 0.33 | 344 |
| li1 | - | 384 |
## worst max-delay path: stages
cell and delay, ns:
sky130_fd_sc_hd__clkdlybuf4s15_2 0.20, sky130_fd_sc_hd__ha_4 0.15, sky130_fd_sc_hd__dlygate4sd2_1 0.24
## power by group through the flow
| stage | Clock, mW | Combinational [mW] | Sequential (mW) |
|---|---|---|---|
| after CTS | 0 | 0.576 | 0 |
| after global routing | 0 | 0.628 | 0 |
| final | 0 | 0.531 | 0 |
## repair_timing
| item | in CTS | in global routing |
|---|---|---|
| hold buffers | 0 | 0 |
| setup endpoints to repair | 64 | 14 |
| gates resized | 342 | 18 |
| pin swaps | 31 | 1 |
| cloned | 0 | 0 |
Power and IR drop assume default switching activity.
